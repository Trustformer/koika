===== ./config.mk =====
export PLATFORM = sky130hd
export DESIGN_NAME = mod19
export DESIGN_NICKNAME = mod19
export VERILOG_FILES = /design/flow/design.v
export SDC_FILE = /design/flow/constraint.sdc
export NUM_CORES = 4
export LEC_CHECK = 1
export CORE_AREA = 10 10 70 70
export DIE_AREA = 0 0 80 80

===== ./constraint.sdc =====
current_design mod19

set clk_period 7.4
set clk_io_pct 0.2

create_clock -name clk0 -period $clk_period

set non_clock_inputs [all_inputs -no_clocks]
set_input_delay [expr $clk_period * $clk_io_pct] -clock clk0 $non_clock_inputs
set_output_delay [expr $clk_period * $clk_io_pct] -clock clk0 [all_outputs]

===== ./design.v =====
module mod19(input wire CLK, input wire RST_N,
                   input wire[7:0] arg,
                   output wire[7:0] out);
   assign out = arg % 19;
endmodule

===== ./run.sh =====
#!/bin/bash
# OpenROAD 26Q1-2900-gdf79404cd8, Yosys 0.63+post, stock flow scripts
make -C /OpenROAD-flow-scripts/flow DESIGN_CONFIG=/design/flow/config.mk WORK_HOME=/design/flow/orfs finish

==> run summary <==
impl run done, here's what came out: starting density of the core=28.6%, via count of the first global-routing pass=995, hold path endpoint=out[0], yosys cell count=125, synth top area cells=sky130_fd_sc_hd__xnor2_1 (7.2%), sky130_fd_sc_hd__a21oi_1 (4.1%), sky130_fd_sc_hd__ha_1 (3.8%), sky130_fd_sc_hd__a21oi_4 (3.3%), sky130_fd_sc_hd__a21o_1 (3.1%), number of max-slew violations in the final report=0, critical path class=in2out, Hold Path Class=in2out, Worst Setup Start Kind=input pin, filler instances=349, IR drop worst, VDD=0.0338 mV, total via count in the routed design=1051, # clk buffers=0, initial antenna violation count=0, top-level port count=18, Post-DRT Antenna Nets=0, ordered cell list for the critical path=clkdlybuf4s50_1, a211oi_2, inv_1, ha_4, nand2b_4, o21a_2, o21ai_4, and2_4, ha_2, a21oi_4, a21oi_2, or3_4, and2_4, ha_1, inv_1, and3_1, a221oi_4, nor2_1, mux2_4, clkdlybuf4s50_1, setup TNS after final layout=0 ns, number of hold violations in the final report=0, met2 track demand over resource=13.1%, portion of the post-synthesis area used by sequential elements=0%, Cell Rows=21, post-layout period usage of the worst path=96.3%, Routed wire per std cell=13.1 µm, Max-Slew Margin vs Limit=62.8%, worst slack on hold paths=4.06 ns, run status=complete, no violations, netlist area before placement=978 µm², Slew @ Worst Pin=0.557 ns, wire length of the first global-routing pass=4350 µm, most used standard cells in the synthesized netlist=sky130_fd_sc_hd__a21oi_1 (8), sky130_fd_sc_hd__xnor2_1 (8), sky130_fd_sc_hd__nand2_1 (7), total of max-cap violations=0, Post-Synthesis Mean Instance Area=7.83 µm², first-pass iteration count of the detailed router=4, met1 Use GR=10.7%, top-area cell type share of the netlist area=7.16%, number of sequential cells in the layout=0, maximum number of pins on one net before global-route repair=18, critical path endpoint category=output port, RSZ-0062 raised after global routing=no, number of warnings reported in the yosys synthesis log=0, overall die height=80 µm, number of instances in the synthesized netlist=125, area of the chip=0.00640 mm², GR met3 Demand/Resource=0.909%, combined area of the multi-input logic cells=987 µm², Most Crowded Layer GR=met2, worst hold path depth=3, placed wire-length estimate=2110 µm, required time of the critical path=5.92 ns, top cell type by total area after synthesis=sky130_fd_sc_hd__xnor2_1, Distinct cells, synth=61, clock period minus final worst setup slack=7.13 ns, Slowest-stage cell, CP=sky130_fd_sc_hd__clkdlybuf4s50_1, areal power density over the cells=148 mW/mm², Tot Pwr=197 µW, drt via density=5.42, DRC violations left=0, Global Route Usage Sum=7.75%, worst hold path startpoint=arg[0], share of post-route cells with drive strength above 1=29.1%, count of input and output buffers=16, largest fanout of any net on the critical path=5, Total Routed Length=2550 µm, Arr. time, crit path=5.65 ns, Max Fclk=0.140 GHz, initial DRC count=51, die width=80 µm, Antenna Diode Count=0, total tool warning count=34, RD Place Congestion=0.890, sequential cell area in the final layout=0 µm², area growth from synthesis to layout=36.2%, chip area line of the yosys report=978 µm², placeable core region=0.00342 mm², LEAKAGE=0.496 nW, longest individual stage delay on the worst path=0.43 ns, number of failing setup endpoints in the final timing report=0, total overflow reported by the global router=0
-- per-stage QoR --
step | util (%) | worst slack, ns | cells | instance area [µm²]
detailed placement | 36.2 | 0.0739 | 191 | 1240
global route | 39.0 | 0.0347 | 194 | 1330
floorplan | - | 0.726 | 125 | 978
global placement | 36.2 | 0.0942 | 191 | 1240
finish | 39.0 | 0.273 | 194 | 1330
CTS | 36.2 | 0.0618 | 191 | 1240
-- final cells by class --
| cell class | count | area share [%] |
|---|---|---|
| repair buffers | 30 | 19.9 |
| inverters | 6 | 1.69 |
| multi-input cells | 112 | 74.1 |
| well taps | 46 | 4.32 |
-- per-layer routing --
layer | vias to the layer above | routed length [µm] | share of wire (%)
met3 | 0 | 56 | 2.2
met4 | 0 | 0 | 0
met5 | - | 0 | 0
met1 | 498 | 1270 | 50
li1 | 546 | - | -
met2 | 7 | 1220 | 48
-- repair_timing --
action | in CTS | in global routing
hold buffers | 0 | 0
endpoints found under the setup margin | 0 | 8
setup buffers | 0 | 3
resized | 0 | 12
-- worst max-delay path, delay by kind of cell --
| family | cells | cell delay (ns) |
|---|---|---|
| fa+ha+maj | 3 | 0.67 |
| mux | 1 | 0.32 |
| buf+inv | 4 | 1.02 |
| compound gates | 6 | 0.91 |
| simple gates | 6 | 1.23 |
-- where the power goes --
part | switching [mW] | internal [mW]
Combinational | 0.0852 | 0.112
Sequential | 0 | 0
Clock | 0 | 0
-- cells by family after synthesis --
family          Yosys count  synth area share (%)
compound gates           63                  55.1
simple gates             30                  16.5
buf+inv                  13                  6.65
xor+xnor                 12                  13.0
mux                       4                  4.86
fa+ha+maj                 3                  3.84
-- worst max path at each step --
stage | slack, ns | to | start
after CTS | 0.06 | out[3] | arg[4]
after global routing | 0.03 | out[3] | arg[3]
final | 0.27 | out[1] | arg[3]
-- cell usage in the layout (no fill, tap or decap), types with 2 or more instances in the layout --
| cell | count |
|---|---|
| sky130_fd_sc_hd__nand3_1 | 3 |
| sky130_fd_sc_hd__mux2_2 | 2 |
| sky130_fd_sc_hd__a21oi_1 | 7 |
| sky130_fd_sc_hd__nor4_1 | 2 |
| sky130_fd_sc_hd__o21ai_1 | 3 |
| sky130_fd_sc_hd__nand3b_1 | 2 |
| sky130_fd_sc_hd__buf_4 | 14 |
| sky130_fd_sc_hd__o22ai_1 | 3 |
| sky130_fd_sc_hd__and2_4 | 2 |
| sky130_fd_sc_hd__o211ai_1 | 3 |
| sky130_fd_sc_hd__clkdlybuf4s50_1 | 16 |
| sky130_fd_sc_hd__inv_1 | 6 |
| sky130_fd_sc_hd__nor2_1 | 5 |
| sky130_fd_sc_hd__nand2_1 | 7 |
| sky130_fd_sc_hd__a21oi_4 | 2 |
| sky130_fd_sc_hd__o21a_1 | 3 |
| sky130_fd_sc_hd__o21ai_0 | 4 |
| sky130_fd_sc_hd__o21ai_2 | 2 |
| sky130_fd_sc_hd__a31oi_1 | 2 |
| sky130_fd_sc_hd__xor2_1 | 2 |
| sky130_fd_sc_hd__a211o_1 | 2 |
| sky130_fd_sc_hd__a21o_1 | 4 |
| sky130_fd_sc_hd__xnor2_1 | 8 |
| sky130_fd_sc_hd__a211oi_2 | 2 |
Power and IR drop assume default switching activity.
