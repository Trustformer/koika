==> design/flow/design.v <==
module blackbox(input wire CLK, input wire[31:0] in, output wire[31:0] out);
   reg[31:0] delayed = 42;
   assign out = delayed;
   always @(posedge CLK) delayed <= in;
endmodule
==> design/flow/run.sh <==
#!/bin/bash
# OpenROAD 26Q1-2900-gdf79404cd8, Yosys 0.63+post, stock flow scripts
make -C /OpenROAD-flow-scripts/flow DESIGN_CONFIG=/design/flow/config.mk WORK_HOME=/design/flow/orfs finish
==> design/flow/config.mk <==
export PLATFORM = sky130hd
export DESIGN_NAME = blackbox
export DESIGN_NICKNAME = blackbox
export VERILOG_FILES = /design/flow/design.v
export SDC_FILE = /design/flow/constraint.sdc
export NUM_CORES = 4
export LEC_CHECK = 1
export CORE_AREA = 10 10 91 91
export DIE_AREA = 0 0 101 101
==> design/flow/constraint.sdc <==
current_design blackbox

set clk_period 1.0
set clk_io_pct 0.2

create_clock -name clk0 -period $clk_period [get_ports {CLK}]

set non_clock_inputs [all_inputs -no_clocks]
set_input_delay [expr $clk_period * $clk_io_pct] -clock clk0 $non_clock_inputs
set_output_delay [expr $clk_period * $clk_io_pct] -clock clk0 [all_outputs]
==> notes.md <==
impl run done, here's what came out: Yosys chip area 640.6 um2, HP Class in -> reg, Ports 65, Worst path depth 1, starting density of the core 10.09%, max_slew headroom 95.10%, CP bufs+invs 1, CTS tree done, Largest Register delayed, Post-CTS Setup Bufs 0, cells in synth_stat.txt 32, register area share after synthesis 100.0%, Post-Place Cells 173, core footprint 0.006350 mm2, tool warnings 25, gr ovfl total 0, die height 101 um, most frequent logic cell in the layout clkdlybuf4s50_1, clock sinks 32, Top delay family on crit path flip-flops, WL final 2244 um, # setup viols final 0, full die area 0.01020 mm2, Avg WL per Cell 12.40 um, Mapped Area 640.6 um2, RSZ-0062 raised after global routing no, maximum VDD drop 0.7451 mV, Via Count 492, fmax 1.047 GHz, CP endpoint kind output pin, # H-tree levels 2, WP data arrival 0.76 ns, power per cell area 2005 mW/mm2, GRT Total Usage 4.207%, Non-Filler Instances 181, Clock Tree Root clkbuf_8, Worst-path clk slew 0.07 ns, DRT Pass-1 Iters 3, Final Hold Vio Count 0, #MultiIn Comb 0, MI comb area 0 um2, Slowest cell on crit path dfxtp_1, Synth area leaders dfxtp_1 (100%), initial antenna violation count 0, Placer Congestion 0.7042, Top Layout Cells clkdlybuf4s50_1 (32), dfxtp_1 (23), clkbuf_2 (19), Antenna diodes 0, vias in the first global route 537, CTS Buf Count 5, worst path cell trace clkdlybuf4s15_1, DRC Markers 0, crit path kind reg -> out, leakage 0.5851 nW, Largest regs delayed: 32 flops, Critical Path End out[0], Synth flops 32, Avg Vias per Cell 2.718, area share, top type 100.0%, Distinct cells, synth 1, # hold bufs at CTS 0, Final Power 2.778 mW, Synth area leader dfxtp_1, Synth Instances 32, Rows 29, Max Cap Viol 0, worst-path maximum fanout 1, Least-Margin Pin Slew 0.07328 ns, Ys Warns 1, largest stage delay on the critical path 0.31 ns, startpoint types flop, DR iter-0 viols 1, number of routed nets with antenna violations 0, crit path from delayed[0]$_DFF_P_, first-pass GRT wire length 3270 um, Final Slew Violations 0, Port Buffers 64, max reg flops 32, Avg Cell Area, Syn 20.02 um2, worst-case clock buffer depth 2, largest net degree at the start of global routing 12, status finished clean, Required @ worst endpoint 0.80 ns, share of layout cells above drive strength 1 38.46%, Die W 101 um, cycle use final 95.53%, Area growth syn-to-layout 116.2%, post-layout min period 0.9553 ns
[kinds of logic (layout without fill, tap and decap cells)]
logic type | count (synthesis) | after routing | synth area share, %
flops | 32 | 32 | 100.0
buf+inv | 0 | 72 | 0
[power breakdown]
group / switching (mW) / internal (mW)
combinational: 0.0278 / 0.158
sequential: 0.0145 / 1.35
clock: 0.494 / 0.737
total: 0.537 / 2.24
[synthesized netlist by cell type]
cell,count
dfxtp_1,32
[stage by stage]
step           area, um2  setup WS [ns]  setup TNS, ns  util [%]  hold slack, ns
6_report            1385        0.04467              0     21.81          0.3485
3_3_place_gp        1378       0.001004              0     21.69          0.6502
5_1_grt             1385      0.0002449              0     21.81          0.3268
3_5_place_dp        1378      -0.003387      -0.003387     21.69          0.6517
2_1_floorplan      640.6         0.5385              0         -          0.2277
4_1_cts             1470       0.002306              0     23.15          0.3359
[layout make-up]
class                   count  area, um2
repair buffers             64      525.5
clock buffers               5      68.82
flip-flops and latches     32      651.9
well taps                  77      96.34
clock inverters             3      42.54
fillers                   679       4965
[layer usage]
layer	global-route usage [%]	routed length (um)	vias to the layer above
met5	0	0	-
met2	6.830	1074	35
met4	0.8574	44	0
met3	3.188	359	7
met1	4.242	767	213
li1	-	-	237
[worst min path at each step]
stage,from,to,depth (start not counted)
5_1_grt,in[16],delayed[16]$_DFF_P_,1
4_1_cts,in[7],delayed[7]$_DFF_P_,1
6_report,in[7],delayed[7]$_DFF_P_,1
[repair_timing]
action                     4_1_cts  5_1_grt
setup endpoints to repair       32       19
resized                         73       27
gates cloned                     0        0
Power is estimated from default activity; no workload was simulated.
