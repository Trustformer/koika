[/design/flow/config.mk]
export PLATFORM = sky130hd
export DESIGN_NAME = mkfir
export DESIGN_NICKNAME = mkfir
export VERILOG_FILES = /design/flow/design.v
export SDC_FILE = /design/flow/constraint.sdc
export NUM_CORES = 4
export LEC_CHECK = 1
export CORE_UTILIZATION = 40
[/design/flow/constraint.sdc]
current_design mkfir

set clk_period 6.9
set clk_io_pct 0.2

create_clock -name clk0 -period $clk_period [get_ports {CLK}]

set non_clock_inputs [all_inputs -no_clocks]
set_input_delay [expr $clk_period * $clk_io_pct] -clock clk0 $non_clock_inputs
set_output_delay [expr $clk_period * $clk_io_pct] -clock clk0 [all_outputs]
[/design/flow/design.v]
module mkfir(CLK,
	     RST_N,
	     rd,
	     RDY_rd);
  input  CLK;
  input  RST_N;
  output [63 : 0] rd;
  output RDY_rd;
  wire [63 : 0] rd;
  wire RDY_rd;
  reg [63 : 0] q;
  wire [63 : 0] q$D_IN;
  wire q$EN;
  reg [7 : 0] x;
  wire [7 : 0] x$D_IN;
  wire x$EN;
  wire [31 : 0] _3_MUL_SEXT_x___d9, _65535_MUL_SEXT_x___d5;
  wire [15 : 0] SEXT_x____d4;
  wire [7 : 0] x__h1649;
  assign rd = q ;
  assign RDY_rd = 1'd1 ;
  assign q$D_IN =
	     { q[47:32] + _65535_MUL_SEXT_x___d5[15:0],
	       q[31:16] + _3_MUL_SEXT_x___d9[15:0],
	       q[15:0] + { SEXT_x____d4[13:0], 2'd0 },
	       16'd0 } ;
  assign q$EN = 1'd1 ;
  assign x$D_IN = x__h1649 % 8'd19 ;
  assign x$EN = 1'd1 ;
  assign SEXT_x____d4 = { {8{x[7]}}, x } ;
  assign _3_MUL_SEXT_x___d9 = 16'd3 * SEXT_x____d4 ;
  assign _65535_MUL_SEXT_x___d5 = 16'd65535 * SEXT_x____d4 ;
  assign x__h1649 = x + 8'd9 ;
  always@(posedge CLK)
  begin
    if (RST_N == 1'b0)
      begin
        q <=  64'hAAAAAAAAAAAAAAAA;
	x <=  8'd0;
      end
    else
      begin
        if (q$EN) q <=  q$D_IN;
	if (x$EN) x <=  x$D_IN;
      end
  end
  // synopsys translate_off
  initial
  begin
    q = 64'hAAAAAAAAAAAAAAAA;
    x = 8'hAA;
  end
  // synopsys translate_on
endmodule   
[/design/flow/run.sh]
#!/bin/bash
# OpenROAD 26Q1-2900-gdf79404cd8, Yosys 0.63+post, stock flow scripts
make -C /OpenROAD-flow-scripts/flow DESIGN_CONFIG=/design/flow/config.mk WORK_HOME=/design/flow/orfs finish
==> Table 3: Implementation characteristics <==
Summary of implementation characteristics

Parameter                              Value

STA
  Final slew viol count .................. 0
  Number of setup violations in the final report .................. 0
  Final Hold Violating Endpoints .................. 0
  Final worst slack .................. 2.01 ns
  Worst hold margin .................. between 0.6 and 0.7 ns
  Clock period minus worst slack .................. 4.89 ns
  RSZ-0062 raised after global routing .................. false
  Setup TNS .................. 0 ns
  Fmax .................. 205 MHz
  Worst rel slew slack .................. 44.2%
  Tcrit/Tclk final .................. 70.9%
  Final setup skew .................. roughly 0.0045 ns
  Slew at the pin closest to its max-slew limit .................. ~0.84 ns

Finish
  Comb area .................. 3270 um^2
  Leading cell type in the layout, fill and taps excluded .................. sky130_fd_sc_hd__clkdlybuf4s50_1
  Top cells excl fill/tap .................. sky130_fd_sc_hd__clkdlybuf4s50_1, sky130_fd_sc_hd__dfxtp_1, sky130_fd_sc_hd__ha_1
  Layout Cells excl Fill .................. 739
  Reg area .................. 1100 um^2
  Final-layout fill cell count .................. 1095
  Area growth from synthesis to final layout .................. 15.4%
  Fin util .................. 47.4%
  Ratio of cells with drive above 1 in the final layout .................. 7.72%

GRT
  Pin count of the biggest net entering global routing .................. 36
  All-layer global routing usage .................. 19.5%
  Sum of overflow across all layers after global routing .................. 0
  Wire length of the first global-routing pass .................. ~19000 um
  Number of global-route vias before repair .................. between 3000 and 4000
  Initial antenna violation count .................. 0

Synthesis
  Mean instance size in the synthesized netlist .................. between 8 and 9 um^2
  Yosys cell count .................. 556
  Area reported by Yosys stat .................. 4720 um^2
  Post-Syn Area .................. 4720 um^2
  Post-synth EDFFs .................. 0
  Cell types with the largest area share after synthesis .................. sky130_fd_sc_hd__dfxtp_1, sky130_fd_sc_hd__ha_1, sky130_fd_sc_hd__xnor2_1, sky130_fd_sc_hd__nand2_1, sky130_fd_sc_hd__fa_1
  Total number of yosys warnings .................. 2
  Primary flip-flop cell chosen by synthesis mapping .................. sky130_fd_sc_hd__dfxtp_1
  Seq/Total Area, Yosys .................. 23.3%
  Flop and latch count out of synthesis .................. 55
  Post-synthesis async set-or-reset flop share .................. 0%
  Yosys cell types .................. 79
  Cells after synthesis .................. 556
  Synth area leader .................. sky130_fd_sc_hd__dfxtp_1
  Proportion of netlist area held by the largest area contributor .................. 23.3%

Detailed routing
  Vias .................. just over 4000
  Total wire length after detailed routing .................. about 12000 um
  Remaining design rule violation count .................. 0
  # diodes .................. 0
  Antenna-violating nets left .................. 0
  Routed WL per cell .................. 15.6 um
  Total iterations of the first detailed-routing run .................. 5
  Vias/cell .................. 5.54
  DRC violation total after the first TritonRoute iteration .................. 258

Hold path
  Class of the most critical hold timing path .................. flop to flop
  Number of cells on the worst hold path .................. 3

Setup path
  Data required time at the worst endpoint .................. around 7.1 ns
  Reg-to-reg critical path startpoint .................. x[3]
  Register-to-Register Setup Slack .................. 2.01 ns
  Type of destination of the critical path .................. flop
  Endpoint of the worst-slack reg-to-reg timing path .................. x[5]
  Crit path largest cell delay .................. 0.67 ns
  Arrival time reported for the critical path endpoint .................. 5.10 ns
  Startpoint types .................. flop
  Cell with the largest stage delay on the worst path .................. sky130_fd_sc_hd__dfxtp_1
  Cells along the critical path .................. inv_1 -> ha_1 -> a21o_1 -> a22oi_2 -> nand2_1 -> o22ai_1 -> a211oi_1 -> ha_1 -> a211oi_1 -> o211ai_1 -> xor2_1 -> ha_1 -> nor2_1 -> mux2_2 -> a31oi_4 -> nor2_2 -> nor4b_2
  CP Capture Point .................. x[5]
  Critical path origin .................. x[3]
  R2R depth .................. 17
  Most frequent cell on the critical path .................. sky130_fd_sc_hd__ha_1
  Maximum net fanout on the critical path .................. 19
  Type of the worst setup path .................. flop to flop

CTS
  CTS hold repair buffers .................. 0
  Total clock buffers created by CTS .................. 5
  Clock transition at the register clock pins on the worst setup and hold paths after CTS .................. ~0.080 ns
  Cell at the root of the clock tree .................. sky130_fd_sc_hd__clkbuf_16
  Setup bufs post-CTS .................. 0
  CTS Sinks .................. 55
  Maximum number of buffers from clock root to sink .................. 2
  CTS tree .................. built
  Post-CTS Resized .................. 0
  Clk latency of the worst-skew pair .. approximately 0.3 ns
  Deepest level of the CTS H-tree .................. 2

Floorplan
  Die Wd .................. approximately 110 um
  Area of the chip .................. around 12000 um^2
  Area of the placeable core .................. 11500 um^2
  Cell row count .................. 39
  Die span in y .................. around 110 um
  Floorplan core density .................. 41.1%
  Number of placed I/O pins .................. 67

Placement
  HPWL after DPL .................. 8780 um
  Setup Slack @ Placement .................. 2.05 ns
  Number of placed cells counting well taps .................. ~730
  Buffers added on ports .................. 56
  RePlAce Congestion .................. 0.872

Job
  Max capacitance violation total .................. 0
  Warning total across the stage logs .................. 41

Status
  Status .................. completed

Power and ir drop
  Static Leakage .................. about 0.0022 uW
  Max rail drop VDD .................. ~0.00031 V
  Pwr Density .................. about 480 nW/um^2
-- final cells by class --
| cell class | count | area share, % |
|---|---|---|
| multi-input cells | 439 | 60.1 |
| flip-flops and latches | 55 | 20.2 |
| repair buffers | 64 | 11.4 |
| well taps | 143 | 3.29 |
| clock buffers | 5 | 2.30 |
| inverters | 30 | 2.07 |
| clock inverters | 3 | 0.621 |
-- logic make-up (layout without fill, tap and decap cells) --
family	Yosys count	count (layout)	synth area share, %
other	2	10	0.159
buffers and inverters	70	102	7.99
multiplexers	8	8	1.86
flip-flops	55	55	23.3
AND/OR/NAND/NOR	173	173	18.6
AND-OR/OR-AND	144	144	22.3
XOR/XNOR	43	43	8.15
adder cells (fa/ha/maj)	61	61	17.6
-- synthesized netlist by cell type (all sizes together) (4+ instances only) --
library cell  instances
dfxtp                55
ha                   52
nand2                51
nor2                 33
buf                  32
xnor2                30
a21oi                29
inv                  28
o21ai                24
nand3                21
nor3                 17
xor2                 13
a21boi                9
and2                  9
fa                    9
o211ai                9
a211oi                8
clkbuf                8
a21o                  7
a31oi                 7
nor4                  7
a221oi                6
nand4                 6
and3                  5
mux2i                 5
nor2b                 5
o21bai                5
or3                   5
a31o                  4
nand2b                4
o2111ai               4
o21a                  4
-- sequential cells by signal (all words and copies together), names as in the netlist --
| register | cells |
|---|---|
| q | 47 |
| x | 8 |
-- power by group --
| part | internal (uW) | total, uW | switching (uW) | leakage (uW) |
|---|---|---|---|---|
| registers | 428 | 518 | 89.6 | 0.000455 |
| logic | 874 | 1850 | 978 | 0.00172 |
| clock network | 141 | 268 | 128 | 0.0000776 |
| total | 1440 | 2640 | 1200 | 0.00225 |
-- metrics by stage --
step | total power [uW] | cell area, um^2
global placement | 2360 | 5280
global route | 2900 | 5440
finish | 2640 | 5440
detailed placement | 2370 | 5280
floorplan | 1910 | 4750
CTS | 2660 | 5440
-- critical path, delay by kind of cell, from the launching register on --
| kind | cells | cell delay (ns) |
|---|---|---|
| AND-OR/OR-AND | 7 | 1.90 |
| adder cells (fa/ha/maj) | 3 | 0.78 |
| flip-flops | 1 | 0.67 |
| AND/OR/NAND/NOR | 4 | 0.61 |
| multiplexers | 1 | 0.33 |
| XOR/XNOR | 1 | 0.30 |
| buffers and inverters | 1 | 0.20 |
-- worst min path at each step --
stage         slack (ns)  endpoint  start
finish              0.64     q[47]  q[31]
CTS                 0.64     q[47]  q[31]
global route        0.69     q[33]  q[17]
-- routing by layer --
metal | vias up | track usage (%) | wire length, um
met4 | 0 | 2.93 | 163
li1 | 2058 | - | -
met1 | 1926 | 27.5 | 5390
met2 | 97 | 33.1 | 5520
met5 | - | 0 | 0
met3 | 10 | 2.57 | 473
Power figures rest on the tool's default switching activity, not on a simulated workload.
